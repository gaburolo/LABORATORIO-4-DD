==> flow/design.v <==
module debounce(
    input clk,
    input PB,   
    output reg PB_state,   
    output PB_down,   
    output PB_up    
);
reg PB_sync_0;  always @(posedge clk) PB_sync_0 <= ~PB;   
reg PB_sync_1;  always @(posedge clk) PB_sync_1 <= PB_sync_0;
reg [3:0] PB_cnt;
wire PB_idle = (PB_state==PB_sync_1);
wire PB_cnt_max = &PB_cnt;	 
always @(posedge clk)
if(PB_idle)
    PB_cnt <= 0;   
else
begin
    PB_cnt <= PB_cnt + 4'd1;   
    if(PB_cnt_max) PB_state <= ~PB_state;   
end
assign PB_down = ~PB_idle & PB_cnt_max & ~PB_state;
assign PB_up   = ~PB_idle & PB_cnt_max &  PB_state;
endmodule
==> flow/run.sh <==
#!/bin/bash
# OpenROAD 26Q1-2900-gdf79404cd8, Yosys 0.63+post, stock flow scripts
make -C /OpenROAD-flow-scripts/flow DESIGN_CONFIG=/design/flow/config.mk WORK_HOME=/design/flow/orfs finish
==> flow/config.mk <==
export PLATFORM = sky130hd
export DESIGN_NAME = debounce
export DESIGN_NICKNAME = debounce
export VERILOG_FILES = /design/flow/design.v
export SDC_FILE = /design/flow/constraint.sdc
export NUM_CORES = 4
export LEC_CHECK = 1
export CORE_AREA = 10 10 70 70
export DIE_AREA = 0 0 80 80
==> flow/constraint.sdc <==
current_design debounce

set clk_period 1.2
set clk_io_pct 0.2

create_clock -name clk0 -period $clk_period [get_ports {clk}]

set non_clock_inputs [all_inputs -no_clocks]
set_input_delay [expr $clk_period * $clk_io_pct] -clock clk0 $non_clock_inputs
set_output_delay [expr $clk_period * $clk_io_pct] -clock clk0 [all_outputs]
==> impl_metrics.ini <==
; yosys + openroad results
[pwr]
p_sw_w = 0.000115
pwr-share-seq_pct = 48.6
p_int_w = 0.000422
p_clk_share_pct = 39.1
p_comb_share_pct = 12.3
p_leak_nw = 0.217
power_w = 0.000537
peakVddDrop_uv = 491
powerDensity_mw_per_mm2 = 998
power.share.switching_pct = 21.4

[final_layout]
drive_above_1_share_pct = 63.6
mostFrequentLayoutCells = buf_4, dfxtp_1, nor2_1, clkbuf_4, buf_6
fill_cells = 393
final_common_cell = buf_4
synthToLayoutAreaGrowth_pct = 101
finish.utilization_pct = 15.8

[final_timing]
hold_slack_ns = 0.319
slew_headroom_pct = 86.3
clock_skew_ns = 0.00314
slew_violations = 0
setup_viol = 4
setup-tns-final_ns = -0.247
fin_ws_ns = -0.112
max_slew.worst_pin.slew_ns = 0.206
final_hold_viol_count = 0
fin_crit_ns = 1.31
fmax_ghz = 0.762
fin_crit_sh_pct = 109
rsz0062_at_grt = yes

[die]
fp-utilization_pct = 7.84
die_x_um = 80
dieHeight_um = 80
io_pins = 5
die_area_mm2 = 0.00640
num_rows = 21
coreArea_mm2 = 0.00342

[placed_design]
gp_congestion = 0.723
io_buffers = 4
preCtsSetupSlack_ns = -0.322
dpl.hpwl_um = 367

[detailed_routing]
via_per_inst = 2.52
drcViolationCount = 0
dr.pass1.iters = 2
wl_per_cell_um = 6.08
wirelength_um = 547
vias = 227
ant_nets = 0
drt-initial-drc-count = 1
diodes = 0

[synthesis]
ys_area_um2 = 268
synth_flops = 7
yosys.stat.seqShare_pct = 56.1
yosys_cells = 23
synthTopCellsByArea = dfxtp_1, edfxtp_1, and2b_2
yosys_warnings = 1
netlist-cell-type-count = 14
syn_area_um2 = 268
synth_top_area_share_pct = 44.9
netlist_instances = 23
synth.avg_cell_area_um2 = 11.6
top_area_cell = dfxtp_1

[setup_path]
arrival_ns = 1.07
end_kind = output port
cp_data_required_time_ns = 0.96
crit_fanout = 3
reg2reg_slack_ns = -0.05
worstSetupPathType = flip-flop to output port
startpoint_type = flip-flop

[global_routing]
grt_pass1_vias = 230
grt_antenna_before_repair = 0
grt_max_degree = 5
grt_overflow = 0
grt_util_all_layers_pct = 1.86
grt_pass1_wl_um = 1000

[clock_tree]
htreeDepth = 1
cts_buffers = 3
cts_tree = yes
cts_hold_buf = 0
cts-root-buf = clkbuf_4
clk_pin_slew_ns = 0.05
clock_path_buffers = 2
clkSinkCount = 7
clk-insertion-delay-late_ns = 0.25

[flow_run]
maxCapViolations = 0
warnings = 27

[status]
outcome = complete, but fails checks
violations = negative setup slack

[hold_path]
hp-class = flip-flop to flip-flop
## cells in the mapped netlist
library cell,number
ha_1,1
edfxtp_1,1
nor4_2,1
inv_1,2
xnor2_2,1
a21oi_1,1
and2b_2,2
nor3_1,1
dfxtp_1,6
and4_1,1
xnor2_1,1
nor2_1,3
nand3_1,1
nor3b_1,1
## final cells by class
| cell class | count | area [um^2] | area share [%] |
|---|---|---|---|
| multi-input combinational | 14 | 156 | 29.1 |
| sequential | 7 | 153 | 28.4 |
| timing repair buffer | 17 | 138 | 25.6 |
| tap | 46 | 57.6 | 10.7 |
| clock buffer | 4 | 26.3 | 4.88 |
| inverter | 2 | 7.51 | 1.40 |
## kinds of logic (layout without fill, tap and decap cells)
| logic type | Yosys count | in the layout | share of synthesized area [%] |
|---|---|---|---|
| AND-OR/OR-AND | 1 | 1 | 1.87 |
| adder cells (fa/ha/maj) | 1 | 1 | 4.67 |
| flip-flops | 7 | 7 | 56.1 |
| AND/OR/NAND/NOR | 10 | 10 | 25.2 |
| buffers and inverters | 2 | 23 | 2.80 |
| XOR/XNOR | 2 | 2 | 9.35 |
## metrics by stage
step / instance area, um^2 / std cells
2_1_floorplan: 268 / 23
3_3_place_gp: 440 / 83
3_5_place_dp: 440 / 83
4_1_cts: 519 / 88
5_1_grt: 538 / 90
6_report: 538 / 90
## repair_timing
action	4_1_cts	5_1_grt
resized	18	1
setup endpoints to repair	6	6
buffers inserted	1	2
pin swaps	3	4
endpoints found under the hold margin	0	0
## worst paths after layout
kind | from | end | cells past startpoint
setup reg to reg | PB_state$_DFFE_PP_ | PB_state$_DFFE_PP_ | 3
hold / removal | PB_sync_0$_DFF_P_ | PB_sync_1$_DFF_P_ | 0
hold reg to reg | PB_sync_0$_DFF_P_ | PB_sync_1$_DFF_P_ | 0
setup / recovery | PB_state$_DFFE_PP_ | PB_down | 3
## worst max-delay path, cell delays in order, from the launching register on
cell and delay [ns]:
edfxtp_1 0.42, buf_6 0.15, nor3b_2 0.15, buf_2 0.11
## flip-flops by register name, indices dropped and copies added, names as in the netlist
name	cells
PB_state	1
PB_sync_0	1
PB_cnt	4
PB_sync_1	1
## power by group through the flow
stage	logic, W	clock network, W	registers (W)
4_1_cts	0.0000618	0.000224	0.000261
6_report	0.0000659	0.000210	0.000261
5_1_grt	0.0000762	0.000239	0.000262
## routing by layer
layer,GRT usage [%],part of all wire [%]
met5,0,0
met4,0.528,3.5
met3,0.909,3.1
met2,2.81,53
met1,2.28,40
Power and IR drop assume default switching activity.
